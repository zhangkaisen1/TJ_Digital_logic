## flow/design.v

```verilog
`timescale 1ns / 1ps
module ram2(
    input clk,
    input ena,
    input wena,
    input [4:0] addr,
    inout [31:0] data
    );
    reg [31:0] bram[31:0];     
    reg [31:0] data_temp;
always @(posedge clk)
begin 
    if (ena)   
    begin
        if(wena)
            bram[addr] <= data;
        else 
            data_temp <= bram[addr];
    end
    else 
        data_temp <= 32'bz;     
    end
assign data = wena ? 32'bz : data_temp; 
endmodule
```

## flow/run.sh

```bash
#!/bin/bash
# OpenROAD 26Q1-2900-gdf79404cd8, Yosys 0.63+post, stock flow scripts
make -C /OpenROAD-flow-scripts/flow DESIGN_CONFIG=/design/flow/config.mk WORK_HOME=/design/flow/orfs finish
```

## flow/config.mk

```make
export PLATFORM = sky130hd
export DESIGN_NAME = ram2
export DESIGN_NICKNAME = ram2
export VERILOG_FILES = /design/flow/design.v
export SDC_FILE = /design/flow/constraint.sdc
export NUM_CORES = 4
export LEC_CHECK = 1
export CORE_UTILIZATION = 50
```

## flow/constraint.sdc

```tcl
current_design ram2

set clk_period 6.1
set clk_io_pct 0.2

create_clock -name clk0 -period $clk_period [get_ports {clk}]

set non_clock_inputs [all_inputs -no_clocks]
set_input_delay [expr $clk_period * $clk_io_pct] -clock clk0 $non_clock_inputs
set_output_delay [expr $clk_period * $clk_io_pct] -clock clk0 [all_outputs]
```

==> results.txt <==
Physical implementation status

Input and output buffers added on the ports amount to 7. The vertical die dimension reported for this design is 285 um. The per-instance average area after synthesis stands at 19.0 um2. In the Yosys stats the netlist draws on 24 distinct library cells. The run stopped with a tool error. Yosys stat counts 2,109 cells in the synthesized netlist.

The half-perimeter wire length after placement stands at 52.4 mm. The first error in the log reads "[error] [KeplerFormal.cpp:679] Workflow failed: Iso has multiple drivers: .data5, data[5]$_DFFE_PN_.Q0". Looking at the post-CTS report, the setup buffer insertion count equals 0. The tree is rooted in a clkbuf_16. The number of cell rows stands at 103. 40 I/O pins were placed. Counting the warning lines in the Yosys log gives 3. CTS reports a maximum clock tree buffer depth of 3.

The register share after synthesis stands at 79.1%. The area figure in the yosys stat output stands at 40,100 um2. Looking at the clock tree report, the H-tree level count equals 3.

TritonCTS created 104 clock buffers. The area of the mapped netlist stands at 40,100 um2. The cts-stage hold buffer count stands at 0.

The width of the die stands at 285 um. Before placement the cells fill 50.6% of the core. The clock sink total stands at 1,056.

The stage where the run came to a stop is clock tree synthesis. The total of cells resized after clock tree synthesis stands at 0. The weighted congestion at the end of routability-driven global placement stands at 0.883. The synthesis stat section lists a flop and latch total of 1,056. The synthesized instance count stands at 2,109.
==> cell usage after synthesis (all sizes together) <==
cell	count	area, um2
nand4bb	6	67.6
nand2	36	135
o22ai	256	1620
edfxtp	1056	31700
nand4	2	12.5
clkbuf	18	70.1
nand4b	5	43.8
nand3b	2	15.0
nor3	4	20.0
or3b	2	17.5
or3	2	12.5
or4b	4	47.6
nand3	1	5.00
nor2	30	113
nor4	64	400
buf	108	649
or4	1	11.3
mux2i	512	5120
==> cells by family after synthesis <==
logic type,synth area share (%)
compound gates,4.04
mux,12.8
buf+inv,1.80
flops,79.1
simple gates,2.25
==> stage by stage <==
step                      hold slack, ns  instance area (um2)  setup WS (ns)  cells
after detailed placement           0.451                41900           1.07   3148
after global placement             0.462                41900           1.16   3148
after floorplan                    0.647                40100          0.923   2109
