`/design/flow/run.sh`:
```
#!/bin/bash
# OpenROAD 26Q1-2900-gdf79404cd8, Yosys 0.63+post, stock flow scripts
make -C /OpenROAD-flow-scripts/flow DESIGN_CONFIG=/design/flow/config.mk WORK_HOME=/design/flow/orfs finish
```
`/design/flow/config.mk`:
```
export PLATFORM = sky130hd
export DESIGN_NAME = alu
export DESIGN_NICKNAME = alu
export VERILOG_FILES = /design/flow/design.v
export SDC_FILE = /design/flow/constraint.sdc
export NUM_CORES = 4
export LEC_CHECK = 1
export CORE_UTILIZATION = 30
```
`/design/flow/constraint.sdc`:
```
current_design alu

set clk_period 16.1
set clk_io_pct 0.2

create_clock -name clk0 -period $clk_period

set non_clock_inputs [all_inputs -no_clocks]
set_input_delay [expr $clk_period * $clk_io_pct] -clock clk0 $non_clock_inputs
set_output_delay [expr $clk_period * $clk_io_pct] -clock clk0 [all_outputs]
```
`/design/flow/design.v`:
```
`timescale 1ns / 1ps
module alu(
    input [31:0] a,
    input [31:0] b,
    input [3:0] aluc,
    output reg [31:0] r,
    output reg zero,
    output reg carry,
    output reg negative,
    output reg overflow
    );
wire [31:0]ADDU ;
wire signed [31:0]ADD;
wire [31:0]SUBU;
wire signed [31:0]SUB;
wire [31:0]AND;
wire [31:0]OR;
wire [31:0]XOR;
wire [31:0]NOR;
wire [31:0]LUI;
wire signed [31:0]SLT;
wire [31:0]SLTU;
wire [31:0]SRA;
wire [31:0]SLL_SLA;
wire [31:0]SRL;
assign ADDU =  $unsigned(a) +  $unsigned(b);
assign ADD = $signed(a) +  $signed(b);
assign SUBU = $unsigned(a) -  $unsigned(b);
assign SUB = $signed(a) -  $signed(b);
assign AND = a & b;
assign OR = a | b;
assign XOR = a ^ b;
assign NOR = ~(a | b);
assign LUI = {b[15:0],16'b0};
assign SLT =(  $signed(a) <  $signed(b) ) ? 1 : 0 ;
assign SLTU =( $unsigned(a) <  $unsigned(b) ) ? 1 : 0;
assign SRA =$signed(b) >>> a ;
assign SLL_SLA =  $signed(b)<<a;
assign SRL =  $unsigned(b)>>a; 
always@(*)
begin
case(aluc)
        4'b0000:
        begin
         r = ADDU;
        if( $unsigned(a) + $unsigned(b) >= 33'b1_0000_0000_0000_0000_0000_0000_0000_0000)
        carry  = 1;
        else
        carry = 0;
        end
        4'b0010: 
        begin 
        r = ADD;
         if(a[31] == 0 && b[31] == 0 &&   $signed(r) < 0 ||a[31] == 1 && b[31] == 1 &&  $signed(r) > 0)
             overflow = 1;
         else
             overflow = 0;
        end
        4'b0001: 
        begin
        r = SUBU;
        if($unsigned(a) < $unsigned(b)  )
            carry = 1;
        else
            carry = 0;
        end
        4'b0011:
        begin
         r = SUB;      
         if(a[31] == 0 && b[31] == 1 &&$signed(r) < 0  ||a[31] == 1 && b[31] == 0 &&$signed(r)  > 0)
              overflow = 1;
         else
              overflow = 0;
         end
        4'b0100: r = AND;
        4'b0101: r = OR;
        4'b0110: r = XOR;
        4'b0111: r = NOR;
        4'b1000:r = LUI;
        4'b1001:r = LUI;
        4'b1011:r = SLT;
        4'b1010:
        begin
        r = SLTU;
        if($unsigned(a) < $unsigned(b) )
        carry = 1;
        else
        carry = 0;
        end
        4'b1100:
        begin
        if(a == 0)
            carry = 0;
        else
            carry = b[a - 1];
        r = SRA;
        end
        4'b1110:
        begin
       if(a == 0)
            carry = 0;
        else
            carry = b[32 - a ];
        r = SLL_SLA;
        end
        4'b1111:
        begin
        if(a == 0)
            carry = 0;
        else
            carry = b[32 - a];
        r = SLL_SLA;
        end
        4'b1101:       
        begin
        if(a == 0)
            carry = 0;
        else
            carry = b[a - 1];
        r = SRL;
        end
            endcase
    if(aluc != 4'b1011 &&  aluc != 4'b1010 && r == 0)
        zero = 1;
    else if(aluc == 4'b1011 && a == b || aluc == 4'b1010 && a == b )
        zero = 1;
    else 
        zero = 0;
    if(r < 0 || r[31] == 1 || aluc == 4'b1011 &&($signed(a) - $signed(b))< 0)
        negative = 1;
    else
        negative = 0;
end
endmodule
```
==> flow_summary.yaml <==
# flow metrics
clock_tree:
  postCtsHoldBufs: 0
  post-cts-setup-buffer-count: 0
  postCtsResizedCells: 0
sta:
  unclocked_pins: 2
  finalClockPeriodUsage: 0.829
  worstMarginPinSlew_ns: 1.16
  untimed_endpoints: 4
  final_max_slew_viol_count: 0
  max_freq_mhz: 74.9
  setup_viol: 0
  hold_viol: 0
  setup_tns_ns: 0
  finalCriticalPeriod_ns: 13.35
  relSlewSlack: 0.218
  rsz0062_at_grt: "false"
  fin_ws_ns: 2.75
worst_hold_path:
  hold_class: "in -> out"
  holdCritStartpoint: "aluc[1]"
  hold_end: "negative"
  holdPathStages: 3
synthesis:
  yosysUniqueCellTypes: 96
  netlist_area_um2: 15100
  synth_chip_area_um2: 15100
  ys.flops: 2
  ys_warn_count: 1
  ff_type: "dlxtn_1"
  ys_async_sr_fraction: 0
  ys_cells: 2164
  edf_count: 0
  avgSynthCellArea_um2: 6.99
  postSynthCellCount: 2164
critical_path:
  critPathArrivalTime_ns: 10.13
  crit_family: "AND-OR/OR-AND gates"
  max_stage_delay_ns: 0.79
  crit_chain: "clkdlybuf4s50_1 -> buf_4 -> nor3_2 -> buf_4 -> and2_1 -> nor2_1 -> xnor2_1 -> ha_1 -> a211oi_1 -> o21a_1 -> a211oi_1 -> o2111ai_1 -> o41ai_1 -> a211o_1 -> a41oi_1 -> mux2i_1 -> a221o_1 -> or4_1 -> nor3_1 -> o21bai_1 -> clkdlybuf4s50_1"
  crit_type: "in -> out"
  path_max_fanout: 27
  cp-end-kind: "output port"
  crit_path_top_delay_cell: "o41ai_1"
  cp-start-kind: "primary input"
  critPathBufInv: 4
  required_ns: 12.88
power:
  finalPower_mw: 0.719
  p_int_mw: 0.263
  switching_power_mw: 0.455
  ir_drop_mv: 0.0259
  switching_share: 0.633
  p_leak_nw: 6.39
  power_density_nw_per_um2: 42.3
detailed_routing:
  avgRoutedWirePerCell_um: 33.2
  firstDrtPassIters: 9
  drc_errors: 0
  postRouteAntennaNets: 0
  num_vias: 19200
  wirelength_um: 95000
  drt_iter0_drc: 2956
  routed_via_density: 6.70
placed_design:
  hpwl_um: 73400
  place.gp.congestion: 1.16
  postPlaceCellArea_um2: 17000
  place_ws_ns: 3.07
  io_buffers: 104
floorplanning:
  rows: 81
  fp_util: 0.307
  fp.dieW_um: 227
  ios: 104
  design.core.area_um2: 49400
  die_h_um: 227
  die_area_um2: 51300
job:
  maxCapViolations: 0
  warnings: 98
global_routing:
  grt_max_degree: 96
  antenna_found_initial: 9
  gr-total-overflow: 0
  grt.total_usage: 0.370
  grt_pass1_wl_um: 132000
  grt_pass1_vias: 17600
finish:
  stdcell_area_um2: 17000
  fill_cells: 5319
  drive_above_1_share: 0.112
  final_util: 0.344
  syn2layout_area_growth_pct: 12.4
outcome:
  outcome: "finished, final reports clean"
-- layer usage --
metal  GRT usage  wire (um)
met4       0.191       5860
met3       0.140      12000
met1       0.477      37300
met2       0.536      39800
met5      0.0156        138
-- metrics by stage --
stage,hold WS [ns],cells
2_1_floorplan,6.69,2164
3_3_place_gp,7.40,2851
3_5_place_dp,7.40,2851
4_1_cts,7.40,2851
5_1_grt,7.45,2852
6_report,7.43,2859
-- placed cells by master (no fill, tap or decap), types with 76 or more instances in the layout --
| cell | n |
|---|---|
| nand2_1 | 218 |
| nor2_1 | 169 |
| a21oi_1 | 139 |
| ha_1 | 130 |
| o21ai_0 | 118 |
| xnor2_1 | 112 |
| inv_1 | 107 |
| buf_4 | 107 |
| clkdlybuf4s50_1 | 98 |
| mux2i_1 | 76 |
-- registers in the layout, summed over array words and instances, names as in the netlist --
| name | flops |
|---|---|
| carry | 1 |
| overflow | 1 |
-- how the worst max path moves through the flow --
| stage | cells after the start | slack (ns) | start | endpoint |
|---|---|---|---|---|
| 4_1_cts | 21 | 3.05 | aluc[3] | zero |
| 5_1_grt | 21 | 2.51 | aluc[3] | zero |
| 6_report | 21 | 2.75 | aluc[3] | zero |
-- kinds of logic after synthesis --
kind of cell	after synthesis	synth area share
AOI/OAI and AO/OA	683	0.311
and+or+nand+nor	729	0.236
muxes	181	0.178
adders and majority gates	133	0.111
latches	2	0.00199
buffers and inverters	297	0.0809
xor gates and xnor gates	139	0.0805
-- Yosys cell counts, drive strengths merged (19+ instances only) --
cell	number	area share
nor4	41	0.018
ha	130	0.11
nor2b	27	0.011
inv	108	0.027
nand4	33	0.014
xnor2	112	0.065
nor2	170	0.042
xor2	27	0.016
a22oi	27	0.013
a221oi	20	0.012
a21oi	140	0.047
clkbuf	122	0.030
o21ai	125	0.041
o22ai	27	0.011
a31oi	22	0.0091
mux4	66	0.099
mux2	39	0.030
nand3	51	0.017
nand2b	30	0.012
a211oi	48	0.024
buf	65	0.023
nand2	218	0.054
o211ai	47	0.023
nor3	64	0.022
mux2i	76	0.050
o221ai	24	0.014
a21o	19	0.0094
-- cell type report --
class | instances | area [um2] | area share
Tap cell | 664 | 831 | 0.0489
Sequential cell | 2 | 30.0 | 0.00177
Timing Repair Buffer | 210 | 1820 | 0.107
Multi-Input combinational cell | 1865 | 13900 | 0.817
Antenna cell | 8 | 20.0 | 0.00118
Inverter | 110 | 413 | 0.0243
Power figures rest on the tool's default switching activity, not on a simulated workload.
